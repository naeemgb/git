==> flow/design.v <==
module regFile(input clk,enwrite,input [4:0]readreg1,readreg2,writereg,input [31:0]writedata,
  output [31:0]datareg1,datareg2);
  reg [31:0] Reg[0:31];
  integer i;
  initial begin
    for(i=0;i<32;i=i+1)begin
      Reg[i]=32'b0;
    end
  end
  always@(*)begin
    if(enwrite)
      Reg[writereg]=writedata;
    Reg[0] = 5'b0;
  end
  assign datareg1=Reg[readreg1];
  assign datareg2=Reg[readreg2];
endmodule
==> flow/run.sh <==
#!/bin/bash
# OpenROAD 26Q1-2900-gdf79404cd8, Yosys 0.63+post, stock flow scripts
make -C /OpenROAD-flow-scripts/flow DESIGN_CONFIG=/design/flow/config.mk WORK_HOME=/design/flow/orfs finish
==> flow/config.mk <==
export PLATFORM = sky130hd
export DESIGN_NAME = regFile
export DESIGN_NICKNAME = regFile
export VERILOG_FILES = /design/flow/design.v
export SDC_FILE = /design/flow/constraint.sdc
export NUM_CORES = 4
export LEC_CHECK = 1
export CORE_UTILIZATION = 40
==> flow/constraint.sdc <==
current_design regFile

set clk_period 7.8
set clk_io_pct 0.2

create_clock -name clk0 -period $clk_period

set non_clock_inputs [all_inputs -no_clocks]
set_input_delay [expr $clk_period * $clk_io_pct] -clock clk0 $non_clock_inputs
set_output_delay [expr $clk_period * $clk_io_pct] -clock clk0 [all_outputs]
==> job_summary.md <==
## Synthesis and layout report

| Metric | Value |
|---|---|
| Non-filler instance count after layout | `3970` |
| CORE AREA | `71500 um^2` |
| Max-cap viol count | `0` |
| Syn Inst Count | `about 3000` |
| Die Span Y | `about 270 um` |
| Critical path type | `in2out` |
| Critical path capture point type | `output port` |
| Global placement routability congestion | `between 1 and 1.5` |
| Initial antenna violation count | `12` |
| Filler cells | `between 6000 and 7000` |
| Post-synth EDFFs | `0` |
| Die area | `73300 um^2` |
| Layout cells sized above 1 | `11.1%` |
| Drt drc | `0` |
| Post-CTS Setup Bufs | `0` |
| Rows | `98` |
| Top cells by area | `dlxtn_1 52%, a22oi_1 14%, and3_1 5.0%` |
| Yosys Warn Count | `2` |
| YS chip area | `28900 um^2` |
| Setup TNS | `0 ns` |
| Final Hold Vio Count | `0` |
| Worst-Margin Slew | `1.21 ns` |
| FP Core Util | `40.4%` |
| Max reg flops | `992` |
| Rel. slew slack | `19.2%` |
| Tool Warnings | `33` |
| Final WL | `~160000 um` |
| Outcome | `completed` |
| Initial drt markers | `4318` |
| Count leader, synth | `dlxtn_1` |
| Tmin final | `just over 7 ns` |
| Register bit total from synthesis | `992` |
| HP Class | `in2out` |
| Yosys top cell by area | `dlxtn_1` |
| Worst ir drop on vdd | `~0.000032 V` |
| Gr usage total | `45.1%` |
| I/O Buffers | `112` |
| Post-DR wirelength/cell | `40.9 um` |
| Largest net degree at the start of global routing | `63` |
| Number of global-route vias before repair | `28699` |
| Commonest cells post-synth | `992 x dlxtn_1, 520 x a22oi_1, 231 x and3_1` |
| Final core utilization | `~44%` |
| Slew Limit Fails | `0` |
| Fin crit share | `91.9%` |
| Leak | `roughly 0.014 uW` |
| Mean Syn Cell Area | `just under 10 um^2` |
| Power Dens Cells | `43.7 nW/um^2` |
| Via density per instance | `approximately 7.4` |
| Count of unclocked register or latch pins | `992` |
| DR pass1 iterations | `9` |
| Dpl hpwl | `96000 um` |
| Met3 Use GR | `26.8%` |
| Max Fclk | `0.139 GHz` |
| Post-Place Cells | `3960` |
| Largest type area fraction | `between 50% and 60%` |
| P_int | `697 uW` |
| Setup violators final | `0` |
| Met2 Use GR | `62.3%` |
| WP data required | `around 6.2 ns` |
| Critical Path Fanout Max | `20` |
| Grt ovf | `0` |
| Hold_buf cts | `0` |
| CTS resizes | `0` |
| Detail Route Antenna Nets | `0` |
| IO Count | `113` |
| Via count | `between 20000 and 30000` |
| Area growth, synth to finish | `9.71%` |
| Yosys cell count | `between 2000 and 3000` |
| Critical path arrival | `5.61 ns` |
| CP startpoint kind | `primary input` |
| First-pass GRT wire length | `between 200000 and 250000 um` |
| Die Span X | `271 um` |
| Synthesized area | `28900 um^2` |
| Most used DFF post-synth | `dlxtn_1` |
| Unrepaired setup endpoints after global routing | `no` |
| Grt peak-use layer | `met2` |
| Psw | `689 uW` |
| Endpoints left unconstrained | `just under 1000` |
| Share of synthesized registers carrying an async set or reset | `0%` |
| GRT met1 Usage | `55.4%` |
| Unique cell types | `64` |
| Switching part of the total power | `between 40% and 50%` |
[placed cells by master, fill, tap and decap left out, types with 11 or more instances in the layout]
cell | netlist | final
mux2i_1 | 69 | 69
a2111oi_0 | 61 | 61
a2111oi_1 | 13 | 13
nand4_1 | 86 | 86
o22ai_1 | 15 | 15
a221oi_1 | 29 | 29
dlxtn_1 | 992 | 992
a22oi_1 | 520 | 520
and2_2 | 0 | 13
nand2_1 | 70 | 47
and4_1 | 15 | 15
nor2_4 | 0 | 19
nand3_1 | 104 | 96
or3_1 | 20 | 20
o211ai_1 | 18 | 18
mux2_2 | 33 | 33
clkdlybuf4s50_1 | 0 | 107
nand2_2 | 0 | 23
buf_4 | 11 | 165
and3_1 | 231 | 231
a222oi_1 | 41 | 41
nor3_1 | 36 | 34
a32o_1 | 11 | 11
mux4_2 | 19 | 19
or4_1 | 30 | 30
a32oi_1 | 36 | 36
nor2_1 | 64 | 42
a22o_1 | 53 | 53
a2bb2oi_1 | 14 | 14
[routing by layer]
metal	up-vias	wire length, um
met4	14	11800
met1	14048	56400
met2	2937	65800
met3	803	28300
li1	11763	-
met5	-	144
[kinds of logic (layout without fill, tap and decap cells)]
| logic type | after synthesis | in the layout | synth area share [%] |
|---|---|---|---|
| buf+inv | 274 | 285 | 4.22 |
| mux | 121 | 121 | 5.16 |
| simple gates | 752 | 752 | 15.2 |
| latches | 992 | 992 | 51.6 |
| compound gates | 860 | 860 | 23.9 |
| other cells | 0 | 10 | 0 |
[worst paths after layout]
check | to | from | cells past startpoint
min | datareg1[21] | readreg1[0] | 4
max | datareg2[27] | readreg2[1] | 9
[worst max-delay path: stages]
cell	delay, ns
clkdlybuf4s50_1	1.02
buf_4	0.37
nand3b_2	0.25
nor2_4	0.66
buf_4	0.54
a22oi_1	0.17
nand4_1	0.16
or4_1	0.25
clkdlybuf4s50_1	0.51
[cell type report]
cell class                 instances  area [um^2]  share of cell area (%)
antenna                           10         25.0                  0.0790
tap                              950         1190                    3.75
inverter                           4         15.0                  0.0474
timing repair buffer             281         2440                    7.69
multi-input combinational       1733        13100                    41.4
sequential                       992        14900                    47.0
[stage by stage]
step | hold slack, ns | instance area, um^2 | setup WS, ns | total power [uW]
after floorplan | 3.42 | 28900 | 3.03 | 819
after global placement | 4.29 | 31700 | 0.800 | 1330
after detailed placement | 4.28 | 31700 | 0.806 | 1330
after CTS | 4.29 | 31700 | 0.792 | 1340
after global routing | 4.32 | 31700 | 0.656 | 1430
final | 4.31 | 31700 | 0.631 | 1390
Power figures rest on the tool's default switching activity, not on a simulated workload.
