==> design/flow/design.v <==
module ID2EXE_reg(input clk,rst,input [1:0]write_back_signal,memory_signal,input [4:0]EXE_signal,Rs,Rt,Rd,input [5:0] opcode
                ,input [31:0]signed_val,datareg1,datareg2
                ,output reg[1:0]Write_back_signal,Memory_signal
                ,output reg[4:0]_Exe_signal,RS,RT,RD
                ,output reg[31:0] output_val,Datareg1,Datareg2
                ,output reg[5:0] Opcode);
    always @(posedge clk,posedge rst)begin
        if(rst)begin
            Write_back_signal <= 2'b0;
            Memory_signal <= 2'b0;
            _Exe_signal <= 5'b0;
            RS <= 5'b0;
            RT <= 5'b0;
            RD <= 5'b0;
            Opcode <= 6'b0;
            Datareg1 <= 32'b0;
            Datareg2 <= 32'b0;
        end else begin
            output_val <= signed_val;
            Write_back_signal <= write_back_signal;
            Memory_signal <= memory_signal;
            _Exe_signal <= EXE_signal;
            RS <= Rs;
            RT <= Rt;
            RD <= Rd;
            Opcode <= opcode;
            Datareg1 <= datareg1;
            Datareg2 <= datareg2;
        end
    end
endmodule
==> design/flow/run.sh <==
#!/bin/bash
# OpenROAD 26Q1-2900-gdf79404cd8, Yosys 0.63+post, stock flow scripts
make -C /OpenROAD-flow-scripts/flow DESIGN_CONFIG=/design/flow/config.mk WORK_HOME=/design/flow/orfs finish
==> design/flow/config.mk <==
export PLATFORM = sky130hd
export DESIGN_NAME = ID2EXE_reg
export DESIGN_NICKNAME = ID2EXE_reg
export VERILOG_FILES = /design/flow/design.v
export SDC_FILE = /design/flow/constraint.sdc
export NUM_CORES = 4
export LEC_CHECK = 1
export CORE_AREA = 10 10 161 161
export DIE_AREA = 0 0 171 171
==> design/flow/constraint.sdc <==
current_design ID2EXE_reg

set clk_period 1.0
set clk_io_pct 0.2

create_clock -name clk0 -period $clk_period [get_ports {clk}]

set non_clock_inputs [all_inputs -no_clocks]
set_input_delay [expr $clk_period * $clk_io_pct] -clock clk0 $non_clock_inputs
set_output_delay [expr $clk_period * $clk_io_pct] -clock clk0 [all_outputs]
==> results.py <==
# Metrics from the implementation run
metrics = {
    "clock_network": {
        "cts_tree": "done",
        "numCtsBuffers": 17,
        "holdBufCountCts": 0,
        "htree_num_levels": 4,
        "root_buffer": "clkbuf_16",
        "clk_pin_slew_ns": 0.05,
        "cts.sinks": 126,
        "ctsLongestPathBuffers": 2,
    },
    "logic_synthesis": {
        "synthDistinctLibCells": 3,
        "ys_warn_count": 1,
        "ys_cells": 127,
        "ys_seq_share_pct": 99.9,
        "syn_area_um2": 3320,
        "synth_top_cell_by_area": "dfrtp_1",
        "netlist.area_leader.share_pct": 70.9,
        "edf_count": 32,
        "topCellsByArea": "dfrtp_1, edfxtp_1, inv_1",
        "netlist_instances": 127,
        "async_flop_share_pct": 74.6,
        "ys.flop_type": "dfrtp_1",
        "avgSynthCellArea_um2": 26.1,
        "yosys_area_um2": 3320,
        "numSynthFlops": 126,
        "synthTopCellsByCount": "dfrtp_1, edfxtp_1, inv_1",
        "yosysMostFrequentCell": "dfrtp_1",
    },
    "global_routing": {
        "grt_max_degree": 42,
        "grt_pass1_vias": 2504,
        "grt_util_all_layers_pct": 7.04,
        "grt_overflow": 0,
        "antenna_found_initial": 4,
        "grt_pass1_wl_um": 15500,
    },
    "final_layout": {
        "regArea_um2": 3310,
        "nMultiInputCombCells": 0,
        "area_growth_pct": 90.7,
        "final_util_pct": 28.0,
        "finalInstanceArea_um2": 6330,
        "drive_gt1_share_pct": 40.2,
        "logic_area_um2": 0,
        "fillers": 2312,
    },
    "final_timing": {
        "finalSetupTns_ns": -9.33,
        "worst_pin_slew_ns": 0.233,
        "fin_crit_ns": 1.13,
        "worst_slack_ns": -0.128,
        "finalCritPeriodShare_pct": 113,
        "slew-limit-headroom_pct": 84.4,
        "fmax_mhz": 886,
        "rsz0062_at_grt": "yes",
        "whs_ns": 0.208,
        "maxSlewViolCount": 0,
        "finalSetupViolations": 126,
        "hold_viol": 0,
    },
    "routing": {
        "routed_via_density": 3.08,
        "drc": 0,
        "drtPass1Iterations": 2,
        "drt-total-wl_um": 10700,
        "wl_per_cell_um": 15.1,
        "num_vias": 2183,
        "drt_iter0_markers": 53,
        "ant_nets": 0,
    },
    "setup_path": {
        "cp-end-kind": "output port",
        "slowest_stage": "edfxtp_1",
        "critPathArrivalTime_ns": 0.93,
        "worstSetupPathType": "flip-flop to output port",
        "start_kind": "flip-flop",
        "cp_num_buf_inv": 1,
        "cp_cell_sequence": "buf_2",
        "critPathMaxStageDelay_ns": 0.39,
        "required_ns": 0.80,
        "cp_max_fo": 1,
        "critPathTopFamily": "flip-flops",
    },
    "placed_design": {
        "hpwl_um": 8860,
        "port_buffers": 253,
        "placed_cell_area_um2": 6320,
        "place_congestion": 0.784,
    },
    "run": {
        "maxCapViolations": 0,
        "tool_warnings": 31,
    },
    "power": {
        "ir_worst_vdd_v": 0.00100,
        "power_leakage_nw": 2.78,
        "total_power_mw": 13.1,
        "power.density_nw_per_um2": 2070,
    },
    "run_status": {
        "violations": "setup timing",
        "status": "finished with violations",
    },
    "die": {
        "initial_core_util_pct": 14.7,
        "rows": 55,
        "ios": 254,
        "die_x_um": 171,
        "dieArea_um2": 29200,
        "die_height_um": 171,
        "core_area_um2": 22600,
    },
    "worst_hold_path": {
        "min_path_type": "input port to asynchronous set/reset pin",
    },
}
[kinds of logic (layout without fill, tap and decap cells)]
group,Yosys count,in the layout,synth area share (%)
other,0,1,0
buffers and inverters,1,297,0.113
DFF,126,126,99.9
[routing by layer]
layer  up-vias  routed length, um  track usage (%)
met3        19               1960             5.69
met5         -                 12                0
li1        993                  -                -
met2       159               5010             10.9
met4         2                274             1.70
met1      1010               3480             7.26
[flip-flops by register name, indices dropped and copies added, names as in the netlist, 5 cells and up]
signal / count
Datareg1: 32
Datareg2: 32
Opcode: 6
RD: 5
RS: 5
RT: 5
_Exe_signal: 5
output_val: 32
[placed cells by master (no fill, tap or decap), drive strengths merged]
cell type      instances
inv                    4
diode                  1
buf                  137
dfrtp                 94
clkinv                 4
bufinv                 4
edfxtp                32
clkdlybuf4s50        127
clkbuf                19
clkinvlp               2
[path summary, 6_finish.rpt]
check | startpoint | slack [ns] | end | cells past startpoint
setup / recovery | output_val[26] | -0.13 | output_val[26] | 1
hold / removal | rst | 0.21 | Datareg2[26] | 3
min in group clk0 | datareg2[9] | 0.22 | Datareg2[9] | 1
max in group asynchronous | rst | 0.31 | Datareg1[25] | 4
[per-stage QoR]
step / cells / setup slack, ns
after global routing: 708 / -0.200
after CTS: 708 / -0.176
final: 709 / -0.128
after floorplan: 127 / -1.57
after detailed placement: 676 / -0.310
after global placement: 676 / -0.318
[power by group]
group / internal, mW / switching (mW) / total, mW
clock: 4.32 / 2.24 / 6.56
combinational: 0.650 / 0.236 / 0.886
sequential: 5.59 / 0.0654 / 5.66
[area by class of cell]
class | count | share of cell area (%)
antenna | 1 | 0.0396
clock buffer | 19 | 7.16
timing repair buffer | 264 | 31.8
sequential | 126 | 52.4
tap | 285 | 5.64
inverter | 1 | 0.119
clock inverter | 13 | 2.91
[what timing repair did]
item	in CTS	in global routing
cloned	0	0
setup buffers	0	0
setup endpoints to repair	126	126
gates resized	393	0
No activity file was given, so power comes from the tool's default toggle rates.
