## /design/flow/design.v

```verilog
module memoryInstructor (input [31:0]pc,output [31:0]command);
  reg[31:0] memory[0:1023];
  initial begin
		memory[0] = 32'b10001100000000010000000000000000; 
		memory[4] = 32'b10001100000000100000000000000100;
		memory[8] = 32'b10001100000010000000000000001000;
		memory[12] = 32'b00000000000000010000000000100000;
		memory[16] = 32'b00000000001000100001100000101010;   
		memory[20] = 32'b00000000001000100010000000100101;
		memory[24] = 32'b00000000001000100010100000100100;
		memory[28] = 32'b00000000010000010011000000100010;
		memory[32] = 32'b00000000000000010011100000100000;
		memory[36] = 32'b00000000001000100000100000100000;
		memory[40] = 32'b00000000101001110010100000100000;
		memory[44] = 32'b00000000001001110000100000100000;
		memory[48] = 32'b00000000001001110000100000100000;
		memory[52] = 32'b00010001000001011111111111111011;
		memory[56] = 32'b10101100000000010000000000001100;
		memory[60] = 32'b00001011111111111111111111111111;
  end
	assign 	command =memory[pc];
endmodule
```

## /design/flow/config.mk

```make
export PLATFORM = sky130hd
export DESIGN_NAME = memoryInstructor
export DESIGN_NICKNAME = memoryInstructor
export VERILOG_FILES = /design/flow/design.v
export SDC_FILE = /design/flow/constraint.sdc
export NUM_CORES = 4
export LEC_CHECK = 1
export CORE_AREA = 10 10 70 70
export DIE_AREA = 0 0 80 80
export SYNTH_MEMORY_MAX_BITS = 65536
```

## /design/flow/constraint.sdc

```tcl
current_design memoryInstructor

set clk_period 1.2
set clk_io_pct 0.2

create_clock -name clk0 -period $clk_period

set non_clock_inputs [all_inputs -no_clocks]
set_input_delay [expr $clk_period * $clk_io_pct] -clock clk0 $non_clock_inputs
set_output_delay [expr $clk_period * $clk_io_pct] -clock clk0 [all_outputs]
```

## /design/flow/run.sh

```bash
#!/bin/bash
# OpenROAD 26Q1-2900-gdf79404cd8, Yosys 0.63+post, stock flow scripts
make -C /OpenROAD-flow-scripts/flow DESIGN_CONFIG=/design/flow/config.mk WORK_HOME=/design/flow/orfs finish
```

==> impl_metrics.tcl <==
# metrics dict for downstream scripts
set metrics [dict create \
    status "complete, but fails checks" \
    violations "setup timing" \
    p_leak_nw 0.612 \
    wl_per_cell_um 12.4 \
    hold_viol_final 0 \
    min_to "command[16]" \
    stdcell_area_sq_um 1270 \
    largest_area_cell "ha_1" \
    grt_max_degree 11 \
    port_buffers 35 \
    rsz0062_at_grt "yes" \
    placedInstanceArea_sq_um 917 \
    path_class "in2out" \
    yosysWarnings 1 \
    p_per_area_nw_per_um2 324 \
    min_from "pc[4]" \
    dr.pass1.iters 3 \
    finalSetupViolCount 31 \
    yosys_cells 73 \
    whs_path_depth 4 \
    top_cell_area_share_pct 20.2 \
    fin_util_pct 37.1 \
    power_mw 0.410 \
    dieArea_sq_um 6400 \
    grt_antenna_before_repair 0 \
    ir_drop_uv 170 \
    drt_iter0_markers 15 \
    common_cells "11 x buf_4, 8 x ha_1, 8 x nor2_1, 7 x o21ai_0, 5 x inv_1" \
    synth_cell_types 27 \
    synth.most_common_cell "buf_4" \
    grt_pass1_vias 668 \
    ant_nets 0 \
    routed_wl_um 2200 \
    grt.overflow.total 0 \
    worst_hold_path_type "in2out" \
    fillCellCount 342 \
    seq_cells 0 \
    drive_gt1_share_pct 75.6 \
    worst-endpoint-arrival_ns 1.33 \
    regArea_sq_um 0 \
    final.setup.tns_ns -6.53 \
    syn_area_per_cell_sq_um 6.79 \
    drv_cap 0 \
    fp-utilization_pct 14.5 \
    grt_usage_pct 6.14 \
    syn-cell-area_sq_um 495 \
    num_rows 21 \
    via_per_inst 3.84 \
    slew_viol_final 0 \
    n_clock_buffer 0 \
    holdBufCountCts 0 \
    syn_inst 73 \
    drc_errors 0 \
    fmax_mhz 639 \
    ios 64 \
    place_congestion 0.835 \
    vias 680 \
    warning_count 69 \
    worst_setup_path_end_kind "output port" \
    start_kind "primary input" \
    die_y_um 80 \
    die-width_um 80 \
    ys_chip_area_sq_um 495 \
    period_used_pct 131 \
    dp_hpwl_um 1450 \
    fin_ws_ns -0.366 \
    core_sq_um 3420 \
    area_growth_pct 156 \
    comb_area_sq_um 547 \
    required_ns 0.96 \
    critPathMaxFanout 4 \
    ys_seq_share_pct 0 \
    top_cells_by_area "ha_1 20%, buf_4 17%, o21ai_0 7.1%" \
    layout_min_cycle_time_ns 1.57 \
    diodes 0 \
    grt_pass1_wl_um 3320 \
]
metal layers:
layer | up-vias | GRT usage [%] | routed length (um)
met5 | - | 0 | 0
met4 | 0 | 0 | 0
met3 | 0 | 1.02 | 138
met2 | 16 | 11.1 | 1090
met1 | 315 | 7.85 | 975
li1 | 349 | - | -
final cells by class:
type	instances	share of cell area, %
multi-input combinational	54	43.2
timing repair buffer	72	49.9
tap	46	4.55
inverter	5	2.37
power by group:
group	switching (mW)	leakage, nW	total (mW)	internal [mW]
Combinational	0.157	0.612	0.410	0.253
Sequential	0	0	0	0
Clock	0	0	0	0
kinds of logic after synthesis:
| logic type | count (synthesis) | synth area share [%] |
|---|---|---|
| AOI/OAI and AO/OA | 17 | 21.7 |
| adders and majority gates | 8 | 20.2 |
| buffers and inverters | 20 | 25.5 |
| muxes | 4 | 8.33 |
| other | 1 | 0.757 |
| and+or+nand+nor | 23 | 23.5 |
worst max path at each step:
stage / from / to / slack (ns)
6_report: pc[2] / command[5] / -0.37
4_1_cts: pc[2] / command[16] / -0.38
5_1_grt: pc[2] / command[16] / -0.42
worst max-delay path, stage by stage:
cell and delay [ns]:
buf_8 0.08, clkinvlp_4 0.15, buf_6 0.16, ha_4 0.15, buf_6 0.11, and3_4 0.16
nor2_4 0.10, buf_6 0.10, buf_6 0.07
cells in the final DEF, fill, tap and decap left out, types with 2 or more instances in the layout:
cell	instances
buf_6	32
buf_2	17
buf_4	13
ha_4	7
o21ai_1	5
nor2_1	5
clkbuf_2	5
and3_4	4
buf_8	3
inv_2	2
nand2b_4	2
nor2_2	2
o21bai_1	2
mux2i_2	2
and2_1	2
a21oi_1	2
nand2_1	2
stage by stage:
stage / cells / setup slack [ns] / hold WS (ns)
after global placement: 153 / -1.14 / 1.55
final: 177 / -0.366 / 0.894
after CTS: 172 / -0.383 / 0.881
after detailed placement: 153 / -1.17 / 1.57
after global routing: 177 / -0.422 / 0.935
after floorplan: 73 / 0.000659 / 0.554
timing repair:
item / in CTS / in global routing
hold endpoints to repair: 0 / 0
setup endpoints to repair: 31 / 29
buffers inserted: 18 / 6
resized: 167 / 23
pin swaps: 25 / 5
gates cloned: 1 / 0
No activity file was given, so power comes from the tool's default toggle rates.
